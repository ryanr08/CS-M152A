===== ./design.v =====
`timescale 1ns / 1ps
module vending_machine(
    input CARD_IN,
    input VALID_TRAN,
    input [3:0] ITEM_CODE,
    input KEY_PRESS,
    input DOOR_OPEN,
    input RELOAD,
    input CLK,
    input RESET,
    output reg VEND,
    output reg INVALID_SEL,
    output reg FAILED_TRAN,
    output reg [2:0] COST
    );
	 parameter IDLE = 4'b0000;
	 parameter RST = 4'b0001;
	 parameter RE_LOAD = 4'b0010;
	 parameter GET_CODE = 4'b0011;
	 parameter CHECK_VALID = 4'b0100;
	 parameter INVALID = 4'b0101;
	 parameter FAILED = 4'b0110;
	 parameter DISPLAY = 4'b0111;
	 parameter VEND_ITEM = 4'b1000;
	 reg [3:0] current_state;
	 reg [3:0] next_state;
	 reg [3:0] S0;
	 reg [3:0] S1;
	 reg [3:0] S2;
	 reg [3:0] S3;
	 reg [3:0] S4;
	 reg [3:0] S5;
	 reg [3:0] S6;
	 reg [3:0] S7;
	 reg [3:0] S8;
	 reg [3:0] S9;
	 reg [3:0] S10;
	 reg [3:0] S11;
	 reg [3:0] S12;
	 reg [3:0] S13;
	 reg [3:0] S14;
	 reg [3:0] S15;
	 reg [3:0] S16;
	 reg [3:0] S17;
	 reg [3:0] S18;
	 reg [3:0] S19;
	 reg counter_on;
	 reg [2:0] counter;
	 reg [1:0] digit_count;
	 reg [3:0] digit1;
	 reg [3:0] digit2;
	 reg door_was_open;
	 always @ (posedge CLK) begin		
		if (RESET)
			current_state <= RST;
		else
			current_state <= next_state;
	 end
	 always @ (posedge CLK) begin
		if (current_state == RST) begin	 
			S0 <= 0000;
			S1 <= 0000;
			S2 <= 0000;
			S3 <= 0000;
			S4 <= 0000;
			S5 <= 0000;
			S6 <= 0000;
			S7 <= 0000;
			S8 <= 0000;
			S9 <= 0000;
			S10 <= 0000;
			S11 <= 0000;
			S12 <= 0000;
			S13 <= 0000;
			S14 <= 0000;
			S15 <= 0000;
			S16 <= 0000;
			S17 <= 0000;
			S18 <= 0000;
			S19 <= 0000;
			counter <= 3'b000;
			digit_count <= 2'b00;
			door_was_open <= 0;
		end
		else if (current_state == RE_LOAD) begin	 
			S0 <= 10;
			S1 <= 10;
			S2 <= 10;
			S3 <= 10;
			S4 <= 10;
			S5 <= 10;
			S6 <= 10;
			S7 <= 10;
			S8 <= 10;
			S9 <= 10;
			S10 <= 10;
			S11 <= 10;
			S12 <= 10;
			S13 <= 10;
			S14 <= 10;
			S15 <= 10;
			S16 <= 10;
			S17 <= 10;
			S18 <= 10;
			S19 <= 10;
		end
		else if (current_state == VEND_ITEM) begin	 
			counter_on <= 1'b1;
			if (digit1 == 0 && digit2 == 0)
				S0 <= S0 - 1'b1;
			else if (digit1 == 0 && digit2 == 1)
				S1 <= S1 - 1'b1;
			else if (digit1 == 0 && digit2 == 2)
				S2 <= S2 - 1'b1;
			else if (digit1 == 0 && digit2 == 3)
				S3 <= S3 - 1'b1;
			else if (digit1 == 0 && digit2 == 4)
				S4 <= S4 - 1'b1;
			else if (digit1 == 0 && digit2 == 5)
				S5 <= S5 - 1'b1;
			else if (digit1 == 0 && digit2 == 6)
				S6 <= S6 - 1'b1;
			else if (digit1 == 0 && digit2 == 7)
				S7 <= S7 - 1'b1;
			else if (digit1 == 0 && digit2 == 8)
				S8 <= S8 - 1'b1;
			else if (digit1 == 0 && digit2 == 9)
				S9 <= S9 - 1'b1;
			else if (digit1 == 1 && digit2 == 0)
				S10 <= S10 - 1'b1;
			else if (digit1 == 1 && digit2 == 1)
				S11 <= S11 - 1'b1;
			else if (digit1 == 1 && digit2 == 2)
				S12 <= S12 - 1'b1;
			else if (digit1 == 1 && digit2 == 3)
				S13 <= S13 - 1'b1;
			else if (digit1 == 1 && digit2 == 4)
				S14 <= S14 - 1'b1;
			else if (digit1 == 1 && digit2 == 5)
				S15 <= S15 - 1'b1;
			else if (digit1 == 1 && digit2 == 6)
				S16 <= S16 - 1'b1;
			else if (digit1 == 1 && digit2 == 7)
				S17 <= S17 - 1'b1;
			else if (digit1 == 1 && digit2 == 8)
				S18 <= S18 - 1'b1;
			else if (digit1 == 1 && digit2 == 9)
				S19 <= S19 - 1'b1;
		end
		else if (current_state == GET_CODE || current_state == DISPLAY) begin		 
			counter_on <= 1'b1;
		end
		else
			counter_on <= 1'b0;																	 
	 end
	 always @ (posedge CLK) begin		 
		if (counter_on == 1'b1)
			counter <= counter + 1'b1;
		else
			counter <= 3'b000;
	 end
	 always @ (*) begin
		case (current_state)
			RST : begin
				next_state = IDLE;
			end
			RE_LOAD : begin
				next_state = IDLE;
			end
			IDLE : begin
				if (RELOAD)
					next_state = RE_LOAD;
				else if (CARD_IN)
					next_state = GET_CODE;		
				else
					next_state = IDLE;
			end
			GET_CODE : begin
				if (counter > 3'b101)				 
					next_state = IDLE;
				else if (KEY_PRESS && digit_count == 2'b10) begin		 
					digit2 = ITEM_CODE;
					digit_count = 2'b00;
					next_state = CHECK_VALID;
				end
				else if (KEY_PRESS && digit_count == 2'b00) begin		 
					digit1 = ITEM_CODE;
					digit_count = 2'b01;
					counter <= 3'b000;
				end
				else if (KEY_PRESS == 0 && digit_count == 2'b01)
					digit_count = 2'b10;
			end
			CHECK_VALID : begin
				if ((digit1 != 0 && digit1 != 1) || digit2 > 9)			 
					next_state = INVALID;
				else begin															 
					if ((digit1 == 0 && digit2 == 0 && S0 > 0) ||
						 (digit1 == 0 && digit2 == 1 && S1 > 0) ||
						 (digit1 == 0 && digit2 == 2 && S2 > 0) ||
						 (digit1 == 0 && digit2 == 3 && S3 > 0) ||
						 (digit1 == 0 && digit2 == 4 && S4 > 0) ||
						 (digit1 == 0 && digit2 == 5 && S5 > 0) ||
						 (digit1 == 0 && digit2 == 6 && S6 > 0) ||
						 (digit1 == 0 && digit2 == 7 && S7 > 0) ||
						 (digit1 == 0 && digit2 == 8 && S8 > 0) ||
						 (digit1 == 0 && digit2 == 9 && S9 > 0) ||
						 (digit1 == 1 && digit2 == 0 && S10 > 0) ||
						 (digit1 == 1 && digit2 == 1 && S11 > 0) ||
						 (digit1 == 1 && digit2 == 2 && S12 > 0) ||
						 (digit1 == 1 && digit2 == 3 && S13 > 0) ||
						 (digit1 == 1 && digit2 == 4 && S14 > 0) ||
						 (digit1 == 1 && digit2 == 5 && S15 > 0) ||
						 (digit1 == 1 && digit2 == 6 && S16 > 0) ||
						 (digit1 == 1 && digit2 == 7 && S17 > 0) ||
						 (digit1 == 1 && digit2 == 8 && S18 > 0) ||
						 (digit1 == 1 && digit2 == 9 && S19 > 0))
						next_state = DISPLAY;
					else
						next_state = INVALID;
				end
			end
			INVALID : begin
				next_state = IDLE;
			end
			DISPLAY : begin
				if (counter > 3'b101)						 
					next_state = FAILED;
				else if (VALID_TRAN == 1'b1)
					next_state = VEND_ITEM;
			end
			FAILED : begin
				next_state = IDLE;
			end
			VEND_ITEM : begin
				if (counter > 3'b101)
					next_state = IDLE;
				else if (DOOR_OPEN)
					door_was_open = 1'b1;
				else if (DOOR_OPEN == 1'b0 && door_was_open) begin			 
					door_was_open = 1'b0;
					next_state = IDLE;
				end
			end
		endcase
	 end
	 always @ (*) begin	
		case(current_state)
			IDLE,
			RE_LOAD,
			RST,
			GET_CODE,
			CHECK_VALID : begin
				VEND = 0;
				INVALID_SEL = 0;
				FAILED_TRAN = 0;
				COST = 3'b000;
			end
			INVALID : begin
				INVALID_SEL = 1;
				VEND = 0;
				FAILED_TRAN = 0;
				COST =3'b00;
			end
			FAILED : begin
				FAILED_TRAN = 1;
				INVALID_SEL = 0;
				VEND = 0;
				COST = 3'b000;
			end
			VEND_ITEM : begin
				VEND = 1;
				INVALID_SEL = 0;
				FAILED_TRAN = 0;
				COST = 3'b000;
			end
			DISPLAY : begin	 
				if (digit1 == 0 && digit2 >= 0 && digit2 <= 3)
					COST = 3'b001;
				else if (digit1 == 0 && digit2 >= 4 && digit2 <= 7)
					COST = 3'b010;
				else if (digit1 == 0 && digit2 >= 8 && digit2 <=9)
					COST = 3'b011;
				else if (digit1 == 1 && (digit2 == 0 || digit2 == 1))
					COST = 3'b011;
				else if (digit1 == 1 && digit2 >= 2 && digit2 <= 5)
					COST = 3'b100;
				else if (digit1 == 1 && (digit2 == 6 || digit2 == 7))
					COST = 3'b101;
				else if (digit1 == 1 && (digit2 == 8 || digit2 == 9))
					COST = 3'b110;
				INVALID_SEL = 0;
				FAILED_TRAN = 0;
				VEND = 0;
			end
		endcase
	 end
endmodule

===== ./run.sh =====
#!/bin/bash
# OpenROAD 26Q1-2900-gdf79404cd8, Yosys 0.63+post, stock flow scripts
make -C /OpenROAD-flow-scripts/flow DESIGN_CONFIG=/design/flow/config.mk WORK_HOME=/design/flow/orfs finish

===== ./config.mk =====
export PLATFORM = sky130hd
export DESIGN_NAME = vending_machine
export DESIGN_NICKNAME = vending_machine
export VERILOG_FILES = /design/flow/design.v
export SDC_FILE = /design/flow/constraint.sdc
export NUM_CORES = 4
export LEC_CHECK = 1
export CORE_AREA = 10 10 70 70
export DIE_AREA = 0 0 80 80

===== ./constraint.sdc =====
current_design vending_machine

set clk_period 1.0
set clk_io_pct 0.2

create_clock -name clk0 -period $clk_period [get_ports {CLK}]

set non_clock_inputs [all_inputs -no_clocks]
set_input_delay [expr $clk_period * $clk_io_pct] -clock clk0 $non_clock_inputs
set_output_delay [expr $clk_period * $clk_io_pct] -clock clk0 [all_outputs]

==> reports/qor.log <==
qor: yosys.yosys-stat-area 390 um2
qor: finish.final_layout_size_suffix_gt1_share 14.0%
qor: sta.maxClockFrequency 1270 MHz
qor: power.p_leak 0.189 nW
qor: yosys.synth_warnings 28
qor: critical_path.critical_path.n_buffers_inverters 1
qor: global_route.total_congestion_overflow_after_global_routing 0
qor: clock_tree.post_cts_resized 0
qor: routing.number_of_detailed_routing_iterations_run_before_antenna_repair 2
qor: clock_tree.cts.hold.buffers_added 0
qor: sta.finalSetupViolCount 0
qor: sta.unconstrained_endpoints 13
qor: yosys.ys_cells 41
qor: sta.hold_violations 0
qor: yosys.synthesis.area_per_instance 9.52 um2
qor: finish.sequential_cell_area_in_the_final_layout 200 um2
qor: min_path.worst_min_path_class in -> reg
qor: global_route.initial_antenna_violation_count 0
qor: floorplanning.rows 21
qor: clock_tree.worst_setup_hold_path_clk_slew 0.04 ns
qor: placement.place_worst_setup_slack -0.0328 ns
qor: routing.drt_first_iter_violations 31
qor: yosys.synth_cell_types 23
qor: clock_tree.cts_buffer_depth 2
qor: floorplanning.fp_util 11.4%
qor: floorplanning.top_level_ports 17
qor: placement.globalplace.congestion 0.757
qor: critical_path.timing.critical_path.cells clkdlybuf4s50_1 -> or2_2
qor: routing.vias_per_cell 3.00
qor: critical_path.cp_top_family buffers and inverters
qor: routing.via_count_of_the_routed_design 288
qor: floorplanning.total_core_area 0.00342 mm2
qor: sta.setup_total_negative_slack 0 ns
qor: critical_path.timing.critical_path.fanout_max 2
qor: sta.smallest_hold_slack 0.568 ns
qor: flow_run.openroad.warnings 31
qor: yosys.synth_area 390 um2
qor: critical_path.worst-endpoint-arrival 0.90 ns
qor: critical_path.timing.critical_path.from_type input port
qor: critical_path.crit_required 1.11 ns
qor: finish.num-fill-cells 403
qor: finish.area.growth.synth_to_final 37.5%
qor: routing.remaining_drc_errors 0
qor: floorplanning.die_height 80 um
qor: routing.antennaDiodeCount 0
qor: routing.antenna_left 0
qor: power.pwr_density_cell 757 mW/mm2
qor: global_route.first_global_vias 290
qor: global_route.grt_start_max_net_pins 12
qor: routing.routed_wl 740 um
qor: sta.unclocked_regs 8
qor: sta.rsz_0062_raised_after_global_routing no
qor: placement.dp_hpwl 562 um
qor: critical_path.startpoint_to_endpoint_class_of_the_critical_path in -> reg
qor: floorplanning.die-width 80 um
qor: clock_tree.clock-root-buffer sky130_fd_sc_hd__clkbuf_4
qor: clock_tree.cts_tree built
qor: global_route.wire_length_of_the_first_global_routing_pass 1250 um
qor: outcome.run_status finished clean
qor: power.totalPowerFinal 0.406 mW
qor: critical_path.endpoint_kind register
qor: critical_path.crit_slowest_cell sky130_fd_sc_hd__clkdlybuf4s50_1
qor: clock_tree.cts-htree-levels 1
qor: routing.wire_per_inst 7.71 um
qor: clock_tree.post_cts_buffers 0
qor: yosys.netlist_instances 41
qor: clock_tree.number_of_buffers_created_by_cts 3
qor: power.ir_drop 0.186 mV
qor: floorplanning.floorplan.die_area 0.00640 mm2
qor: sta.finalWorstSetupSlack 0.215 ns
qor: flow_run.max-cap-violations 0
qor: placement.port_buffers 9
qor: sta.timing.final.max_slew_violations 0
qor: sta.finalCritPeriodShare 78.5%
qor: sta.finalWorstPathRequiredPeriod 0.785 ns
qor: finish.multi_input_gate_area 151 um2
qor: global_route.grt.total_usage 2.35%
qor: yosys.ys_ff 12
qor: critical_path.worst_path_largest_cell_delay 0.41 ns
==> worst paths after layout <==
path                  cells after the start  startpoint               end  slack, ns
worst max-delay path                      2       RESET  current_state[0]       0.21
worst min-delay path                      2       RESET  current_state[0]       0.57
==> cells by family (layout without fill, tap and decap cells) <==
group           Yosys count  after routing  share of synthesized area, %
simple gates             16             16                          26.6
latches                   8              8                          30.8
compound gates            6              6                          11.2
buf+inv                   6             15                          9.93
flops                     4              4                          20.5
other cells               1              1                         0.961
==> placed cells by master (no fill, tap or decap) <==
master / instances
sky130_fd_sc_hd__nor4_1: 1
sky130_fd_sc_hd__conb_1: 1
sky130_fd_sc_hd__nor2_1: 1
sky130_fd_sc_hd__buf_4: 1
sky130_fd_sc_hd__nand2b_1: 1
sky130_fd_sc_hd__inv_1: 2
sky130_fd_sc_hd__nor3_1: 1
sky130_fd_sc_hd__dfxtp_1: 4
sky130_fd_sc_hd__nor3b_1: 1
sky130_fd_sc_hd__a21oi_1: 2
sky130_fd_sc_hd__dlxtn_1: 8
sky130_fd_sc_hd__a2111oi_2: 1
sky130_fd_sc_hd__o21ai_0: 2
sky130_fd_sc_hd__or2_2: 1
sky130_fd_sc_hd__nand2_1: 1
sky130_fd_sc_hd__nand3b_1: 1
sky130_fd_sc_hd__or3b_1: 1
sky130_fd_sc_hd__clkdlybuf4s50_1: 9
sky130_fd_sc_hd__and2_1: 1
sky130_fd_sc_hd__nor2b_1: 4
sky130_fd_sc_hd__nor4b_1: 2
sky130_fd_sc_hd__clkbuf_4: 3
sky130_fd_sc_hd__a31o_2: 1
==> registers in the layout, indices dropped and copies added, names as in the netlist <==
register,cells
COST,1
FAILED_TRAN,1
INVALID_SEL,1
VEND,1
current_state,4
next_state,4
==> power by group <==
part / switching, mW / leakage [nW] / internal, mW
clock network: 0.0630 / 0.0138 / 0.134
registers: 0.00668 / 0.0943 / 0.167
logic: 0.0109 / 0.0807 / 0.0249
total: 0.0806 / 0.189 / 0.326
==> synthesized netlist by cell type (all sizes together) <==
cell,number,area (um2)
nor3,1,5.00
inv,2,7.51
nor2b,4,25.0
or3b,1,8.76
or2,1,6.26
a21oi,2,10.0
dlxtn,8,120
nor3b,1,7.51
conb,1,3.75
nand3b,1,7.51
a31o,1,8.76
nor4b,2,17.5
nand2,1,3.75
nand2b,1,6.26
o21ai,2,10.0
and2,1,6.26
nor4,1,6.26
buf,4,31.3
a2111oi,1,15.0
dfxtp,4,80.1
nor2,1,3.75
==> stage by stage <==
stage / std cells / util (%) / cell area, um2
3_5_place_dp: 93 / 15.1 / 514
5_1_grt: 96 / 15.7 / 537
3_3_place_gp: 93 / 15.1 / 514
2_1_floorplan: 41 / - / 390
4_1_cts: 96 / 15.7 / 537
6_report: 96 / 15.7 / 537
==> area by class of cell <==
type	count	share of cell area [%]
inverters	2	1.40
well taps	46	10.7
multi-input cells	23	28.2
clock buffers	3	4.20
repair buffers	10	18.2
flip-flops and latches	12	37.3
==> metal layers <==
layer	up-vias	wire, um	global-route usage [%]
met2	7	315	3.13
met5	-	0	0
met3	2	113	1.93
li1	154	-	-
met1	125	306	2.82
met4	0	5	0.528
Power is estimated from default activity; no workload was simulated.
